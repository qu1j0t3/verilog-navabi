**/design/flow/run.sh**
```bash
#!/bin/bash
# OpenROAD 26Q1-2900-gdf79404cd8, Yosys 0.63+post, stock flow scripts
make -C /OpenROAD-flow-scripts/flow DESIGN_CONFIG=/design/flow/config.mk WORK_HOME=/design/flow/orfs finish
```
**/design/flow/config.mk**
```make
export PLATFORM = sky130hd
export DESIGN_NAME = Pr3_7_Register
export DESIGN_NICKNAME = Pr3_7_Register
export VERILOG_FILES = /design/flow/design.v
export SDC_FILE = /design/flow/constraint.sdc
export NUM_CORES = 4
export LEC_CHECK = 1
export CORE_AREA = 10 10 70 70
export DIE_AREA = 0 0 80 80
```
**/design/flow/constraint.sdc**
```tcl
current_design Pr3_7_Register

set clk_period 1.1
set clk_io_pct 0.2

create_clock -name clk0 -period $clk_period [get_ports {clk}]

set non_clock_inputs [all_inputs -no_clocks]
set_input_delay [expr $clk_period * $clk_io_pct] -clock clk0 $non_clock_inputs
set_output_delay [expr $clk_period * $clk_io_pct] -clock clk0 [all_outputs]
```
**/design/flow/design.v**
```verilog
module Pr3_7_Register (input [7:0] d, input s, r, clk, output [7:0] q);
  reg [7:0] state;
  always @ (posedge clk)  state = r ? 8'b0 : (s ? d : state);
  assign q = state;
endmodule
```
==> Changelog: implementation <==
### Changed

* Outcome: complete, no violations
* Gpl congestion at 0.664
* Total gr overflow at 0
* Via density at around 2.7
* Hold WC Path Type: reg2reg
* CTS tree: done
* Slew margin rel. at between 80% and 90%
* Final Critical Period at between 1000 and 1500 ps
* Synth cell types at 5
* Total power at around 0.62 mW
* Startpoint Class: register
* TNS Setup at 0 ps
* Crit path DAT at 790 ps
* Vias in the first global route at 294
* Final tally of hold violations at 0
* Max FO, Critical Path at 2
* Clock Latency Late Sink at approximately 240 ps
* Die Wd at about 80 µm
* Seq/Total Area, Yosys at between 50 and 60%
* Count of input and output buffers at 18
* Final Setup Violations at 0
* Clock buffer depth at 2
* Floorplan Utilization at about 8.4%
* IR drop worst, VDD at 0.213 mV
* Synth-to-layout area growth at 93.0%
* H-tree Lvls at 1
* Synthesized area per cell at around 11 µm²
* Final ANT Viol Nets at 0
* Pre-Repair DR Iteration Count at 4
* Most frequent cells in the layout: clkdlybuf4s50_1 (10), mux2i_1 (8), nor2_1 (8), dlygate4sd2_1 (8), dfxtp_2 (8)
* Yosys warning count at 1
* Clock root cell: clkbuf_4
* Fmax at ~990 MHz
* Antenna violations before repair at 0
* Post-Syn Area at between 200 and 300 µm²
* CTS Hold Buffers Added at 0
* Clock slew at reported path FFs at ~50 ps
* Crit-path cells: dlygate4sd2_1
* Mapped Cells at 26
* Core Area at between 0.003 and 0.004 mm²
* Crit path kind: reg2out
* Crit path capture type: output pin
* DR DRC count at 0
* Power per standard cell area at 1130 mW/mm²
* CTS Buf Count at 3
* RSZ-0062 raised after global routing: no
* Biggest area cells: dfxtp_1 (56%), mux2i_1 (28%), nor2_1 (11%)
* Most used logic cell in the final layout: clkdlybuf4s50_1
* GRT Overall Usage at 2.58%
* Die Ht at about 80 µm
* Clk_skew at 0 ps
* Ports at 19
* Post-layout period usage at about 92%
* Pleak at 0.251 nW
* Die area at between 0.006 and 0.007 mm²
* CP Data Required Time at between 800 and 900 ps
* Routed len/inst at between 9 and 10 µm
* Flops after synth at 8
* Fraction of layout cells with a size suffix above 1 at between 20% and 30%
* Clk sinks at 8
* Slowest-stage cell, CP: dfxtp_2
* Crit-path max cell delay at approximately 320 ps
* Critical path's top delay family: flip-flops
* Max-cap violations at 0
* Largest net degree at the start of global routing at 9
* Yosys stat area at between 200 and 300 µm²
* Global-route wire length before repair at approximately 1300 µm
* Site Rows at 21
* Detailed Route Iter0 Violations at 5
* Area leader, netlist: dfxtp_1
* Worst path bufs/invs at 1
* Cell Area, Placed at around 530 µm²
* Cells in synth_stat.txt at 26
* Max-slew violation count at 0
* Post-Route WL at approximately 850 µm
* Final instance area at ~550 µm²
* Tool warnings at 25
* Hold Worst Slack at 481 ps
* Filler cell count at 390
* Area share, top type at between 50% and 60%
* Via count at around 250
* Worst-margin pin slew at 295 ps
* Ant diodes at 0
* Max reg flops at 8
==> Yosys cell counts, drive strengths merged <==
cell type	n
buf	2
mux2i	8
dfxtp	8
nor2	8
==> final cells by class <==
cell class / instances / area [µm²] / share of cell area, %
Timing Repair Buffer: 19 / 190 / 34.5
Sequential cell: 8 / 170 / 30.9
Multi-Input combinational cell: 16 / 110 / 20.0
Tap cell: 46 / 57.6 / 10.5
Clock buffer: 3 / 22.5 / 4.09
==> layer usage <==
metal / vias to the layer above / wire, µm / global-route usage [%]
met5: - / 0 / 0
met4: 0 / 6 / 0.704
met3: 2 / 44 / 1.14
met2: 5 / 549 / 5.54
met1: 117 / 247 / 1.87
li1: 127 / - / -
==> stage by stage <==
stage                     cells  util [%]  setup WS [ps]
after floorplan              26         -            422
after global placement       89      15.5           -125
after detailed placement     89      15.5           -138
after CTS                    92      16.1           74.7
after global routing         92      16.1           33.5
final                        92      16.1           92.3
==> worst paths after layout <==
path	from	endpoint	slack [ps]	cells past startpoint
setup / recovery	state[1]	q[1]	90	1
hold / removal	state[5]	state[5]	480	2
setup reg to reg	state[6]	state[6]	490	2
hold reg to reg	state[5]	state[5]	480	2
==> timing repair <==
action | 4_1_cts | 5_1_grt
endpoints found under the setup margin | 8 | 0
endpoints found under the hold margin | 0 | 0
gates resized | 16 | 0
buffers inserted | 0 | 0
==> cell families (layout without fill, tap and decap cells) <==
logic type | count (synthesis) | count (layout) | share of synthesized area, %
multiplexers | 8 | 8 | 28.1
buffers and inverters | 2 | 22 | 5.26
flip-flops | 8 | 8 | 56.1
AND/OR/NAND/NOR | 8 | 8 | 10.5
==> power by group <==
group / leakage [nW] / internal, mW / switching, mW
Clock: 0.0138 / 0.124 / 0.0823
Sequential: 0.0689 / 0.311 / 0.00821
Combinational: 0.168 / 0.0701 / 0.0287
Power is estimated from default activity; no workload was simulated.
