==> flow/design.v <==
module Pr2_3_101Detector (input a, clk, reset, output w);
  parameter [1:0] s0=2'b00, s1=2'b01, s2=2'b10, s3=2'b11;
  reg [1:0] current;
  always @ (posedge clk) begin
    if (reset) current = s0;
	 else
	   case (current)
		  s0: if(a) current <= s1; else current <= s0;
		  s1: if(a) current <= s1; else current <= s2;
		  s2: if(a) current <= s3; else current <= s0;
		  s3: if(a) current <= s1; else current <= s2;
      endcase
	 end
	 assign w = current == s3 ? 1'b1 : 1'b0;
endmodule
==> flow/run.sh <==
#!/bin/bash
# OpenROAD 26Q1-2900-gdf79404cd8, Yosys 0.63+post, stock flow scripts
make -C /OpenROAD-flow-scripts/flow DESIGN_CONFIG=/design/flow/config.mk WORK_HOME=/design/flow/orfs finish
==> flow/config.mk <==
export PLATFORM = sky130hd
export DESIGN_NAME = Pr2_3_101Detector
export DESIGN_NICKNAME = Pr2_3_101Detector
export VERILOG_FILES = /design/flow/design.v
export SDC_FILE = /design/flow/constraint.sdc
export NUM_CORES = 4
export LEC_CHECK = 1
export CORE_AREA = 10 10 70 70
export DIE_AREA = 0 0 80 80
==> flow/constraint.sdc <==
current_design Pr2_3_101Detector

set clk_period 1.0
set clk_io_pct 0.2

create_clock -name clk0 -period $clk_period [get_ports {clk}]

set non_clock_inputs [all_inputs -no_clocks]
set_input_delay [expr $clk_period * $clk_io_pct] -clock clk0 $non_clock_inputs
set_output_delay [expr $clk_period * $clk_io_pct] -clock clk0 [all_outputs]
==> git commit body <==
Log flow metrics for this revision

- Synthesized instance count: 11
- # hold bufs at CTS: 0
* Max cap viols: 0
* Yosys Instances: 11
- The number of warnings reported in the stage logs is 25.
- Aggregate global routing overflow: 0
- Slew headroom: around 90%
* Capture endpoint of the worst hold path: current[3]
* Clock latency on the worst-skew pair: 0.24 ns
* Synth flops: 4
* Cell at the slowest stage of the critical path: sky130_fd_sc_hd__dfxtp_1
- The clock net in this run drives a total of 4 sinks.
- Number of stages on the worst hold path: 1
* Clock-pin slew on the worst setup and hold paths: roughly 0.040 ns
- The count of nets left with antenna violations once routing finished came out at 0.
- The registers reported with the highest flop counts are current: 4 flops.
- Root buffer cell: sky130_fd_sc_hd__clkbuf_4
- The area recorded from the Yosys report for this design is 131 um^2.
- Summing all placed instances gives a cell area of 226 um^2.
- STA puts the critical path data arrival time at 0.67 ns.
- The first global-routing pass estimated around 520 um of wire.
* PD cells: roughly 1600 mW/mm^2
* FF-to-FF End: current[2]
* Final period utilization: 87.0%
- Data on the critical path is required at its endpoint by 0.80 ns.
- Critical setup path kind: register to primary output
* Reg2reg setup slack: 0.28 ns
- The final antenna diode tally reported by the flow is 0.
- Width of the die: 80 um
* Outcome: finished, final reports clean
- For this design the top-level I/O count stands at 4.
- Fill cells in the final layout number about 410.
* Highest-count cells in the layout ignoring fill and taps: 4 x sky130_fd_sc_hd__dfxtp_1, 3 x sky130_fd_sc_hd__clkbuf_4, 2 x sky130_fd_sc_hd__nor2_1, 2 x sky130_fd_sc_hd__clkdlybuf4s50_1
* Die Y: 80 um
* Number of remaining DRC errors: 0
* Maximum level of the CTS H-tree: 1
* Resized cells post-CTS: 2
* Kind of launch point of the worst setup path: register
- Mean Syn Cell Area: between 10 and 15 um^2
- Combined buffer and inverter count along the critical path: 1
- Hold WS: 0.498 ns
- Series of cell instances along the critical path: clkbuf_2
- The final report lists the setup-violating endpoint count as 0.
- Distinct cell type count of the synthesized netlist: 7
- Kind of cell adding the most delay to the critical path: flip-flops
- STA shows the worst reg2reg path with a cell count of 3.
- Total standard cell area after synthesis: 131 um^2
- Summing the sequential cell areas from Yosys gives between 60 and 70% of the chip area.
* Final-report max-slew violation count: 0
- Clock tree from TritonCTS: built
* Critical Path Sink Type: primary output
- Worst setup path start: current[3]
- After routing, the total negative slack on setup checks comes to 0 ns.
- Most used logic cell in the final layout: sky130_fd_sc_hd__dfxtp_1
- After legalization and detailed placement, the total HPWL measured 224 um.
* CTS max path bufs: 2
- The warning tally printed by Yosys for this design is 1.
- DR vias/cell: 1.64
- The design draws around 0.00039 W.
- The core region is 0.00342 mm^2.
* Type of the most critical hold path: register to register
* Hold path start: current[1]
- The congestion estimate from routability-driven global placement came to 0.570.
* Final Hold Violating Endpoints: 0
* Utilization of the core after routing: 7.14%
* DR pass1 iterations: 1
* Pin count of the biggest net entering global routing: 5
* Vias in the first global route: 122
- Input/output buffers: 3
- Overall routing resource usage recorded by global route was between 1 and 1.5%.
* Cell row count: 21
* Peak VDD IR: about 0.59 mV
- The post-route netlist has 38.9% of its cells at a drive strength greater than 1.
- Max FFs per register: 4
* Wirelength, routed: around 290 um
- Highest achievable clock rate: 1150 MHz
- The violation tally recorded at the end of detailed-routing iteration 0 is 0.
- Slew of the pin with the lowest slew margin: approximately 0.15 ns
- Reg2reg start: current[3]
* Total vias in the final route: between 100 and 150
* Number of antenna violations at the first check in global routing: 0
* Static leakage power: 0.0848 nW
* Worst-path fanout max: 2
* Die Footprint: 0.00640 mm^2
- Post-CTS repair timing setup buffer count: 0
* Clock Skew: roughly 0.0064 ns
- Setup repair after global routing left no endpoint under its margin.
* Final period demand of the worst path: approximately 0.87 ns
- Post-DR wirelength/cell: 4.52 um
- The register with the most flip-flops in the final layout is current.
* Number of buffers created by CTS: 3
- Layout-stage area growth over the synthesis result: 85.7%
- Largest stage delay on the critical path: 0.32 ns
* Summed area of non-filler cells in the final layout: around 240 um^2
- The initial utilization of the core area, before any placement, comes to 3.85%.
## Yosys cell counts, drive strengths merged
| cell type | count | share of area [%] |
|---|---|---|
| o21bai | 1 | 5.7 |
| nor2 | 2 | 5.7 |
| dfxtp | 4 | 61 |
| and3b | 1 | 6.7 |
| nor3b | 1 | 9.5 |
| nor3 | 2 | 11 |
## power breakdown
part	internal, W	switching (W)
sequential	0.000167	0.00000418
combinational	0.0000154	0.00000859
clock	0.000134	0.0000627
total	0.000317	0.0000754
## area by class of cell
class / count / area [um^2] / share of cell area, %
sequential: 4 / 80.1 / 32.8
tap: 46 / 57.6 / 23.6
clock buffer: 3 / 22.5 / 9.23
timing repair buffer: 4 / 32.5 / 13.3
multi-input combinational: 7 / 51.3 / 21.0
## metal layers
metal	vias up	global-route usage [%]	part of all wire [%]
met5	-	0	0
met4	0	0.528	0
met3	0	1.25	12
met2	6	1.12	33
met1	45	1.27	54
li1	54	-	-
## stage by stage
stage | worst slack, ns | instances
final | 0.130 | 64
after global routing | 0.0799 | 64
after CTS | 0.0205 | 64
after detailed placement | -0.0372 | 61
after global placement | -0.0145 | 61
after floorplan | 0.356 | 11
## logic make-up (layout without fill, tap and decap cells)
family	count (synthesis)	after routing	share of synthesized area [%]
flops	4	4	61.0
simple gates	6	6	33.3
compound gates	1	1	5.72
buf+inv	0	7	0
## worst max path at each step
stage,endpoint,slack (ns),cells past startpoint
after CTS,w,0.02,1
after global routing,w,0.08,1
final,w,0.13,1
No activity file was given, so power comes from the tool's default toggle rates.
