==> design/flow/config.mk <==
export PLATFORM = sky130hd
export DESIGN_NAME = Detector110
export DESIGN_NICKNAME = Detector110
export VERILOG_FILES = /design/flow/design.v
export SDC_FILE = /design/flow/constraint.sdc
export NUM_CORES = 4
export LEC_CHECK = 1
export CORE_AREA = 10 10 70 70
export DIE_AREA = 0 0 80 80
==> design/flow/constraint.sdc <==
current_design Detector110

set clk_period 1.0
set clk_io_pct 0.2

create_clock -name clk0 -period $clk_period [get_ports {clk}]

set non_clock_inputs [all_inputs -no_clocks]
set_input_delay [expr $clk_period * $clk_io_pct] -clock clk0 $non_clock_inputs
set_output_delay [expr $clk_period * $clk_io_pct] -clock clk0 [all_outputs]
==> design/flow/design.v <==
`timescale 1ns/100ps
module Detector110 (input a, clk, reset, output w);
  parameter [1:0] s0=2'b00, s1=2'b01, s2=2'b10, s3=2'b11;
  reg [1:0] current;
  always @ (posedge clk) begin
    if (reset) current = s0;
	 else
	   case (current)
		  s0: if(a) current <= s1; else current <= s0;
		  s1: if(a) current <= s2; else current <= s0;
		  s2: if(a) current <= s2; else current <= s3;
		  s3: if(a) current <= s1; else current <= s0;
      endcase
	 end
	 assign w = current == s3 ? 1'b1 : 1'b0;
endmodule
==> design/flow/run.sh <==
#!/bin/bash
# OpenROAD 26Q1-2900-gdf79404cd8, Yosys 0.63+post, stock flow scripts
make -C /OpenROAD-flow-scripts/flow DESIGN_CONFIG=/design/flow/config.mk WORK_HOME=/design/flow/orfs finish
==> results.cfg <==
; yosys + openroad results
[run_status]
status = finished, final reports clean

[clock_network]
cts_root_buf = clkbuf_4
clock-sinks = 4
h-tree-depth = 1
cts_made_buffers = 3
clockBufferDepth = 2
clock_latency_ns = 0.24
cts_tree = done
cts.clk_slew.worst_paths_ns = 0.04
holdBufCountCts = 0

[pwr]
p_switching_uw = 83.50
intPower_uw = 319.4
leakage_nw = 0.08119
powerDensity_nw_per_um2 = 1668
switching_share_pct = 20.73
p_clk_share_pct = 50.2
comb_power_share_pct = 7.3
p_seq_share_pct = 42.5
ir_drop_mv = 0.4203

[sta]
hold_viol_final = 0
fmax_ghz = 1.067
skew_ns = 0.0001076
finalCritPeriodShare_pct = 93.72
worstMarginPinSlew_ns = 0.1969
hold_ws_ns = 0.4698
slew_viol_final = 0
tns_ns = 0
max_slew_margin_pct = 86.83
rsz0062_at_grt = no
setup_viol = 0
min_period_ns = 0.9372

[finish]
top_register = current
instances_no_fill = 64
finalCoreUtilization_pct = 7.070
layout_top_cell = nor2_1
drive_above_1_share_pct = 27.78
layout_top_cells = nor2_1 (5), dfxtp_1 (4), clkbuf_4 (3)
largest_reg_flops = 4
finalInstanceArea_um2 = 241.5
syn_to_final_growth_pct = 83.81
reg.largest.list = current (4)

[synth]
synth_cells = 12
synth_stat.cells = 12
topCellsByArea = dfxtp_1 (61%), nor2_1 (14%), nand2b_4 (10%)
synthesis.area_um2 = 131.4
synth_cell_types = 5
yosysSeqAreaShare_pct = 60.95
avgSynthCellArea_um2 = 10.95
ys_ff = 4
yosys.area.top_type = dfxtp_1
yosys_area_um2 = 131.4
synthDominantCellAreaShare_pct = 60.95
ys_warn_count = 1

[routing]
routed_wl_um = 316
drc = 0
drt_iter0_markers = 4
vias_per_cell = 1.547
first_pass_iters = 4
wl_per_cell_um = 4.938
drt.antenna.violating_nets = 0
antennaDiodeCount = 0
vias = 99

[floorplan]
rows = 21
die_h_um = 80
core_area_um2 = 3416
die_w_um = 80
fp.dieArea_um2 = 6400
initCoreUtil_pct = 3.846
io_pins = 4

[critical_path]
rrSetupSlack_ns = 0.33
worst-path-buf-inv = 1
critical_path_class = reg -> out
crit_path_max_incr_delay_ns = 0.32
arrival_ns = 0.74
path_max_fanout = 2
crit_chain = clkdlybuf4s15_1
worstPathRequired_ns = 0.80
cp-end-kind = primary output
crit_family = flip-flops
slowest_stage = dfxtp_1
crit_path_start_kind = register

[global_routing]
antenna_found_initial = 0
grt_pass1_wl_um = 462
grt_start_max_net_pins = 4
grt_overflow = 0
grt_usage_pct = 1.067
first_global_vias = 95

[placed_design]
io_buffers = 3
placed_area_um2 = 219.0
place_inst = 61
gp_congestion = 0.6321

[job]
warning_count = 25
max_cap_viol_count = 0

[worst_hold_path]
hp-class = reg -> reg
-- worst register-to-register path, stage by stage, from the launching register on --
cell	delay [ns]
dfxtp_1	0.30
nor2_1	0.18
a21boi_2	0.07
-- metrics by stage --
stage | setup slack, ns | power [mW]
finish | 0.06278 | 0.4029
global route | 0.03106 | 0.4197
CTS | 0.01021 | 0.4100
detailed placement | -0.08679 | 0.2028
global placement | -0.05408 | 0.2004
floorplan | 0.4051 | 0.1883
-- power by group through the flow --
stage	combinational, mW	clock [mW]	sequential, mW
6_report	0.0295	0.202	0.171
5_1_grt	0.0332	0.215	0.172
4_1_cts	0.0295	0.209	0.171
-- area by class of cell --
class | instances | area [um2]
sequential | 4 | 80.08
clock buffer | 3 | 22.52
timing repair buffer | 3 | 30.03
fill | 410 | 3174
multi-input combinational | 8 | 51.30
tap | 46 | 57.56
-- routing by layer --
layer  GRT usage [%]  routed length [um]  up-vias
met4          0.1761                   0        0
met1           1.468                 186       41
met5               0                   0        -
met2          0.5618                  53        7
met3           1.818                  77        0
li1                -                   -       51
-- cell usage after synthesis --
master	instances
nor3b_1	1
a21boi_2	1
nor2_1	5
dfxtp_1	4
nand2b_4	1
-- kinds of logic after synthesis --
group	count (synthesis)	share of synthesized area [%]
and+or+nand+nor	7	30.48
DFF	4	60.95
AOI/OAI and AO/OA	1	8.571
-- worst paths after layout --
kind / cells after the start / to / start
setup / recovery: 1 / w / current[3]
hold / removal: 2 / current[1] / current[1]
setup reg to reg: 2 / current[0] / current[3]
hold reg to reg: 2 / current[1] / current[1]
-- timing repair --
action	4_1_cts	5_1_grt
resized	1	1
pin swaps	0	0
gates cloned	0	0
buffers inserted	0	0
setup endpoints to repair	1	1
No activity file was given, so power comes from the tool's default toggle rates.
